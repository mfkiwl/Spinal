[design/flow/run.sh]
#!/bin/bash
# OpenROAD 26Q1-2900-gdf79404cd8, Yosys 0.63+post, stock flow scripts
make -C /OpenROAD-flow-scripts/flow DESIGN_CONFIG=/design/flow/config.mk WORK_HOME=/design/flow/orfs finish
[design/flow/config.mk]
export PLATFORM = sky130hd
export DESIGN_NAME = Crc
export DESIGN_NICKNAME = Crc
export VERILOG_FILES = /design/flow/design.v
export SDC_FILE = /design/flow/constraint.sdc
export NUM_CORES = 4
export LEC_CHECK = 1
export CORE_AREA = 10 10 114 114
export DIE_AREA = 0 0 124 124
[design/flow/constraint.sdc]
current_design Crc

set clk_period 3.0
set clk_io_pct 0.2

create_clock -name clk0 -period $clk_period [get_ports {clk}]

set non_clock_inputs [all_inputs -no_clocks]
set_input_delay [expr $clk_period * $clk_io_pct] -clock clk0 $non_clock_inputs
set_output_delay [expr $clk_period * $clk_io_pct] -clock clk0 [all_outputs]
[design/flow/design.v]
module Crc (
  input               io_flush,
  input               io_input_valid,
  input      [3:0]    io_input_payload,
  output     [31:0]   io_result,
  output     [31:0]   io_resultNext,
  input               clk,
  input               reset
);
  wire       [31:0]   _zz_1;
  wire       [31:0]   _zz_2;
  wire       [31:0]   _zz_3;
  wire       [31:0]   _zz_4;
  wire                _zz_5;
  wire       [0:0]    _zz_6;
  wire       [20:0]   _zz_7;
  wire                _zz_8;
  wire       [0:0]    _zz_9;
  wire       [9:0]    _zz_10;
  wire                _zz_11;
  wire       [0:0]    _zz_12;
  wire       [20:0]   _zz_13;
  wire                _zz_14;
  wire       [0:0]    _zz_15;
  wire       [9:0]    _zz_16;
  reg        [31:0]   state_4;
  reg        [31:0]   state_3;
  reg        [31:0]   state_2;
  reg        [31:0]   state_1;
  reg        [31:0]   state;
  wire       [31:0]   stateXor;
  wire       [31:0]   accXor;
  assign _zz_1 = (state <<< 1);
  assign _zz_2 = (state_1 <<< 1);
  assign _zz_3 = (state_2 <<< 1);
  assign _zz_4 = (state_3 <<< 1);
  assign _zz_5 = stateXor[9];
  assign _zz_6 = stateXor[10];
  assign _zz_7 = {stateXor[11],{stateXor[12],{stateXor[13],{stateXor[14],{stateXor[15],{stateXor[16],{stateXor[17],{stateXor[18],{stateXor[19],{_zz_8,{_zz_9,_zz_10}}}}}}}}}}};
  assign _zz_8 = stateXor[20];
  assign _zz_9 = stateXor[21];
  assign _zz_10 = {stateXor[22],{stateXor[23],{stateXor[24],{stateXor[25],{stateXor[26],{stateXor[27],{stateXor[28],{stateXor[29],{stateXor[30],stateXor[31]}}}}}}}}};
  assign _zz_11 = accXor[9];
  assign _zz_12 = accXor[10];
  assign _zz_13 = {accXor[11],{accXor[12],{accXor[13],{accXor[14],{accXor[15],{accXor[16],{accXor[17],{accXor[18],{accXor[19],{_zz_14,{_zz_15,_zz_16}}}}}}}}}}};
  assign _zz_14 = accXor[20];
  assign _zz_15 = accXor[21];
  assign _zz_16 = {accXor[22],{accXor[23],{accXor[24],{accXor[25],{accXor[26],{accXor[27],{accXor[28],{accXor[29],{accXor[30],accXor[31]}}}}}}}}};
  always @ (*) begin
    state_4 = state_3;
    state_4 = (_zz_4 ^ ((io_input_payload[3] ^ state_3[31]) ? 32'h04c11db7 : 32'h0));
  end
  always @ (*) begin
    state_3 = state_2;
    state_3 = (_zz_3 ^ ((io_input_payload[2] ^ state_2[31]) ? 32'h04c11db7 : 32'h0));
  end
  always @ (*) begin
    state_2 = state_1;
    state_2 = (_zz_2 ^ ((io_input_payload[1] ^ state_1[31]) ? 32'h04c11db7 : 32'h0));
  end
  always @ (*) begin
    state_1 = state;
    state_1 = (_zz_1 ^ ((io_input_payload[0] ^ state[31]) ? 32'h04c11db7 : 32'h0));
  end
  assign stateXor = (state ^ 32'hffffffff);
  assign accXor = (state_4 ^ 32'hffffffff);
  assign io_result = {stateXor[0],{stateXor[1],{stateXor[2],{stateXor[3],{stateXor[4],{stateXor[5],{stateXor[6],{stateXor[7],{stateXor[8],{_zz_5,{_zz_6,_zz_7}}}}}}}}}}};
  assign io_resultNext = {accXor[0],{accXor[1],{accXor[2],{accXor[3],{accXor[4],{accXor[5],{accXor[6],{accXor[7],{accXor[8],{_zz_11,{_zz_12,_zz_13}}}}}}}}}}};
  always @ (posedge clk or posedge reset) begin
    if (reset) begin
      state <= 32'hffffffff;
    end else begin
      if(io_input_valid)begin
        state <= state_4;
      end
      if(io_flush)begin
        state <= 32'hffffffff;
      end
    end
  end
endmodule
==> node_exporter_impl.prom <==
# HELP chip_impl_metric Metrics from one implementation run
# TYPE chip_impl_metric gauge
chip_impl_info{name="run_status",value="complete, no violations"} 1
chip_impl_metric{name="design_area",unit="mm²"} 0.00319
chip_impl_metric{name="fp-row-count",unit=""} 37
chip_impl_info{name="timing.critical_path.mode_cell",value="sky130_fd_sc_hd__buf_4"} 1
chip_impl_metric{name="global_route_wire_length_before_repair",unit="µm"} 9410
chip_impl_info{name="busiest_layer",value="met2"} 1
chip_impl_metric{name="residual_drc",unit=""} 0
chip_impl_metric{name="die_x",unit="µm"} 124
chip_impl_metric{name="drive_above_1_share",unit=""} 0.352
chip_impl_metric{name="drv_slew",unit=""} 0
chip_impl_metric{name="achievable-frequency",unit="MHz"} 340
chip_impl_metric{name="peak_per_stage_delay_on_the_critical_path",unit="ns"} 0.52
chip_impl_metric{name="fillers",unit=""} 1062
chip_impl_metric{name="fin_util",unit=""} 0.306
chip_impl_metric{name="final.min_clock_period",unit="ns"} 2.94
chip_impl_metric{name="cp_arrival",unit="ns"} 2.34
chip_impl_metric{name="die_h",unit="µm"} 124
chip_impl_metric{name="grt-ovfl-total",unit=""} 0
chip_impl_info{name="startpoint_type_of_the_worst_setup_path",value="input pin"} 1
chip_impl_metric{name="cts.sinks",unit=""} 32
chip_impl_metric{name="setup-tns-final",unit="ns"} 0
chip_impl_metric{name="hold_viol_final",unit=""} 0
chip_impl_metric{name="groute.layer.met3.usage",unit=""} 0.0298
chip_impl_metric{name="dpl.hpwl",unit="µm"} 4710
chip_impl_info{name="root_buf_cell",value="sky130_fd_sc_hd__clkbuf_8"} 1
chip_impl_metric{name="placed_cells",unit=""} 401
chip_impl_metric{name="tool_warnings",unit=""} 26
chip_impl_metric{name="number_of_detailed_routing_iterations_run_before_antenna_repair",unit=""} 4
chip_impl_metric{name="sequential_cell_area_fraction_in_the_yosys_report",unit=""} 0.439
chip_impl_info{name="rsz_0062_raised_after_global_routing",value="true"} 1
chip_impl_info{name="mostFrequentLayoutCell",value="sky130_fd_sc_hd__clkdlybuf4s50_1"} 1
chip_impl_metric{name="static_leakage",unit="nW"} 1.52
chip_impl_metric{name="viasPerCell",unit=""} 3.84
chip_impl_metric{name="fin_cells",unit=""} 423
chip_impl_metric{name="core",unit="mm²"} 0.0104
chip_impl_info{name="critical_path.endpoint_type",value="output pin"} 1
chip_impl_info{name="cts_tree",value="done"} 1
chip_impl_metric{name="drtIter0Drc",unit=""} 36
chip_impl_metric{name="path_clk_slew",unit="ns"} 0.07
chip_impl_metric{name="wl",unit="µm"} 6250
chip_impl_metric{name="max_slew_margin",unit=""} 0.669
chip_impl_metric{name="required_worst_endpoint",unit="ns"} 2.40
chip_impl_metric{name="global_routing_met1_resource_utilization",unit=""} 0.114
chip_impl_metric{name="clock.latency.late_pin",unit="ns"} 0.28
chip_impl_metric{name="top_area_contributor_share",unit=""} 0.439
chip_impl_metric{name="preCtsSetupSlack",unit="ns"} -0.250
chip_impl_metric{name="worst_slack",unit="ns"} 0.0559
chip_impl_metric{name="grt_use_met2",unit=""} 0.124
chip_impl_metric{name="grt.total_usage",unit=""} 0.0812
chip_impl_metric{name="timing_worst_slew_pin_value",unit="ns"} 0.496
chip_impl_metric{name="fp-utilization",unit=""} 0.184
chip_impl_metric{name="synth.yosys.chip_area",unit="mm²"} 0.00191
chip_impl_info{name="final_layout_top_logic_cells",value="59 x sky130_fd_sc_hd__clkdlybuf4s50_1, 38 x sky130_fd_sc_hd__buf_4, 33 x sky130_fd_sc_hd__inv_1, 32 x sky130_fd_sc_hd__dfstp_2, 16 x sky130_fd_sc_hd__xnor2_1"} 1
chip_impl_metric{name="h-tree-depth",unit=""} 2
chip_impl_metric{name="timing.critical_path.fanout_max",unit=""} 4
chip_impl_info{name="reg_top3",value="state (32)"} 1
chip_impl_metric{name="post_synth.cell_area_avg",unit="µm²"} 10.1
chip_impl_metric{name="routedWlPerCell",unit="µm"} 14.8
chip_impl_info{name="timing.critical_path.slowest_stage_cell",value="sky130_fd_sc_hd__clkdlybuf4s50_1"} 1
chip_impl_metric{name="p_r_area_growth_vs_syn",unit="%"} 66.4
chip_impl_metric{name="finClkSkew",unit="ns"} 0.00550
chip_impl_metric{name="gp_congestion",unit=""} 0.798
chip_impl_metric{name="synth_stat.cells",unit=""} 189
chip_impl_metric{name="dpl-instance-area",unit="mm²"} 0.00285
chip_impl_metric{name="maxCapViolations",unit=""} 0
chip_impl_metric{name="finalCritPeriodShare",unit=""} 0.981
chip_impl_metric{name="syn_area",unit="mm²"} 0.00191
chip_impl_metric{name="final_setup_violations",unit=""} 0
chip_impl_info{name="largest-register",value="state"} 1
chip_impl_metric{name="flip_flop_count_of_the_largest_register_after_layout",unit=""} 32
chip_impl_metric{name="yosysUniqueCellTypes",unit=""} 25
chip_impl_metric{name="p_total",unit="mW"} 2.09
chip_impl_info{name="yosys.area.top_type",value="sky130_fd_sc_hd__dfstp_2"} 1
chip_impl_info{name="post_synth_main_area_contributors",value="sky130_fd_sc_hd__dfstp_2 44%, sky130_fd_sc_hd__xnor2_1 12%, sky130_fd_sc_hd__inv_1 6.5%"} 1
chip_impl_metric{name="powerDensity",unit="mW/mm²"} 656
chip_impl_metric{name="synth-warning-count",unit=""} 1
chip_impl_info{name="critical_path_cell_list",value="dlygate4sd2_1, xnor2_4, buf_4, xor2_1, buf_4, xnor2_1, clkdlybuf4s50_1"} 1
chip_impl_metric{name="detail-route-antenna-nets",unit=""} 0
chip_impl_info{name="worst-setup-path-type",value="in -> out"} 1
chip_impl_metric{name="numPortBuffers",unit=""} 71
chip_impl_metric{name="antenna-diode-count",unit=""} 0
chip_impl_metric{name="ys_seq_elements",unit=""} 32
chip_impl_metric{name="grt_start_max_net_pins",unit=""} 53
chip_impl_metric{name="ir_worst_vdd",unit="V"} 0.000397
chip_impl_metric{name="ctsHoldBuffers",unit=""} 0
chip_impl_metric{name="timing.hold.ws",unit="ns"} 0.500
chip_impl_metric{name="cts_inserted_buffers",unit=""} 5
chip_impl_metric{name="num_vias",unit=""} 1623
chip_impl_metric{name="synthesis.instances",unit=""} 189
chip_impl_metric{name="floorplan.die_area",unit="mm²"} 0.0154
chip_impl_metric{name="io_pins",unit=""} 72
chip_impl_metric{name="first_global_vias",unit=""} 1645
chip_impl_info{name="worst_hold_path_type",value="reg -> reg"} 1
chip_impl_metric{name="number_of_antenna_violations_at_the_first_check_in_global_routing",unit=""} 0
chip_impl_metric{name="cts-root-to-sink-buffers",unit=""} 2
==> layout make-up <==
cell class	count	area, µm²	share of cell area
well taps	136	170	0.0534
repair buffers	111	1020	0.321
multi-input cells	100	892	0.280
clock inverters	1	30.0	0.00943
inverters	36	135	0.0424
clock buffers	7	96.3	0.0302
flip-flops and latches	32	841	0.264
==> what timing repair did <==
action,CTS,global route
gates resized,22,7
endpoints found under the setup margin,20,11
setup buffers,12,2
pin swaps,12,6
==> where the power goes <==
group	switching (mW)	internal (mW)	total, mW
clock network	0.163	0.293	0.457
logic	0.354	0.709	1.06
registers	0.0439	0.525	0.569
total	0.561	1.53	2.09
==> critical path, delay by kind of cell <==
family,cells,cell delay [ns]
buffers and inverters,4,1.18
XOR/XNOR,3,0.56
==> layer usage <==
layer | vias to the layer above | wire (µm)
li1 | 784 | -
met2 | 64 | 2880
met3 | 2 | 680
met4 | 0 | 22
met5 | - | 0
met1 | 773 | 2670
==> worst paths after layout <==
check                           slack [ns]               end  cells past startpoint           startpoint
worst max-delay path                  0.06  io_resultNext[7]                      7  io_input_payload[1]
worst min-delay path                  0.50         state[14]                      2            state[14]
worst max register to register        0.91         state[12]                     10            state[28]
worst min register to register        0.50         state[14]                      2            state[14]
max in group asynchronous             1.96          state[9]                      3                reset
min in group asynchronous             0.99          state[7]                      3                reset
==> synthesized netlist by cell type (all sizes together) <==
| cell | number |
|---|---|
| a31oi | 1 |
| nor2 | 10 |
| a211o | 10 |
| clkinv | 2 |
| inv | 34 |
| xnor2 | 30 |
| xnor3 | 3 |
| dlygate4sd1 | 2 |
| xor3 | 1 |
| xor2 | 2 |
| o21ai | 12 |
| nor3 | 1 |
| dfstp | 32 |
| nand2 | 9 |
| clkbuf | 6 |
| a21oi | 12 |
| o211ai | 9 |
| buf | 13 |
==> cells by family (layout without fill, tap and decap cells) <==
kind of cell	after synthesis	count (layout)	synth area share
flops	32	32	0.439
simple gates	20	20	0.0399
buf+inv	57	155	0.144
xor+xnor	36	36	0.229
compound gates	44	44	0.148
Power and IR drop assume default switching activity.
