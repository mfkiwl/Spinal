### ./constraint.sdc
current_design BmbBsbToDeltaSigma

set clk_period 9.4
set clk_io_pct 0.2

create_clock -name clk0 -period $clk_period [get_ports {clk}]

set non_clock_inputs [all_inputs -no_clocks]
set_input_delay [expr $clk_period * $clk_io_pct] -clock clk0 $non_clock_inputs
set_output_delay [expr $clk_period * $clk_io_pct] -clock clk0 [all_outputs]
### ./config.mk
export PLATFORM = sky130hd
export DESIGN_NAME = BmbBsbToDeltaSigma
export DESIGN_NICKNAME = BmbBsbToDeltaSigma
export VERILOG_FILES = /design/flow/design.v
export SDC_FILE = /design/flow/constraint.sdc
export NUM_CORES = 4
export LEC_CHECK = 1
export CORE_UTILIZATION = 30
### ./design.v
module BmbBsbToDeltaSigma (
  input               io_ctrl_cmd_valid,
  output              io_ctrl_cmd_ready,
  input               io_ctrl_cmd_payload_last,
  input      [0:0]    io_ctrl_cmd_payload_fragment_opcode,
  input      [11:0]   io_ctrl_cmd_payload_fragment_address,
  input      [1:0]    io_ctrl_cmd_payload_fragment_length,
  input      [31:0]   io_ctrl_cmd_payload_fragment_data,
  input      [3:0]    io_ctrl_cmd_payload_fragment_mask,
  input      [3:0]    io_ctrl_cmd_payload_fragment_context,
  output              io_ctrl_rsp_valid,
  input               io_ctrl_rsp_ready,
  output              io_ctrl_rsp_payload_last,
  output     [0:0]    io_ctrl_rsp_payload_fragment_opcode,
  output     [31:0]   io_ctrl_rsp_payload_fragment_data,
  output     [3:0]    io_ctrl_rsp_payload_fragment_context,
  input               io_input_valid,
  output              io_input_ready,
  input      [31:0]   io_input_payload_data,
  input      [3:0]    io_input_payload_mask,
  input               io_input_payload_last,
  output     [1:0]    io_outputs,
  input               clk,
  input               reset
);
  wire                core_io_input_ready;
  wire       [1:0]    core_io_outputs;
  wire                ctrl_readHaltTrigger;
  wire                ctrl_writeHaltTrigger;
  wire                ctrl_rsp_valid;
  wire                ctrl_rsp_ready;
  wire                ctrl_rsp_payload_last;
  wire       [0:0]    ctrl_rsp_payload_fragment_opcode;
  wire       [31:0]   ctrl_rsp_payload_fragment_data;
  wire       [3:0]    ctrl_rsp_payload_fragment_context;
  wire                _zz_1;
  wire                _zz_2;
  wire                _zz_3;
  reg                 _zz_4;
  reg                 _zz_5;
  reg        [0:0]    _zz_6;
  reg        [31:0]   _zz_7;
  reg        [3:0]    _zz_8;
  wire                ctrl_askWrite;
  wire                ctrl_askRead;
  wire                ctrl_doWrite;
  wire                ctrl_doRead;
  reg        [1:0]    _zz_9;
  reg        [11:0]   _zz_10;
  BsbToDeltaSigma core (
    .io_channelCount          (_zz_9[1:0]                   ),  
    .io_rate                  (_zz_10[11:0]                 ),  
    .io_input_valid           (io_input_valid               ),  
    .io_input_ready           (core_io_input_ready          ),  
    .io_input_payload_data    (io_input_payload_data[31:0]  ),  
    .io_input_payload_mask    (io_input_payload_mask[3:0]   ),  
    .io_input_payload_last    (io_input_payload_last        ),  
    .io_outputs               (core_io_outputs[1:0]         ),  
    .clk                      (clk                          ),  
    .reset                    (reset                        )   
  );
  assign ctrl_readHaltTrigger = 1'b0;
  assign ctrl_writeHaltTrigger = 1'b0;
  assign _zz_1 = (! (ctrl_readHaltTrigger || ctrl_writeHaltTrigger));
  assign ctrl_rsp_ready = (_zz_2 && _zz_1);
  assign _zz_2 = ((1'b1 && (! _zz_3)) || io_ctrl_rsp_ready);
  assign _zz_3 = _zz_4;
  assign io_ctrl_rsp_valid = _zz_3;
  assign io_ctrl_rsp_payload_last = _zz_5;
  assign io_ctrl_rsp_payload_fragment_opcode = _zz_6;
  assign io_ctrl_rsp_payload_fragment_data = _zz_7;
  assign io_ctrl_rsp_payload_fragment_context = _zz_8;
  assign ctrl_askWrite = (io_ctrl_cmd_valid && (io_ctrl_cmd_payload_fragment_opcode == 1'b1));
  assign ctrl_askRead = (io_ctrl_cmd_valid && (io_ctrl_cmd_payload_fragment_opcode == 1'b0));
  assign ctrl_doWrite = ((io_ctrl_cmd_valid && io_ctrl_cmd_ready) && (io_ctrl_cmd_payload_fragment_opcode == 1'b1));
  assign ctrl_doRead = ((io_ctrl_cmd_valid && io_ctrl_cmd_ready) && (io_ctrl_cmd_payload_fragment_opcode == 1'b0));
  assign ctrl_rsp_valid = io_ctrl_cmd_valid;
  assign io_ctrl_cmd_ready = ctrl_rsp_ready;
  assign ctrl_rsp_payload_last = 1'b1;
  assign ctrl_rsp_payload_fragment_opcode = 1'b0;
  assign ctrl_rsp_payload_fragment_data = 32'h0;
  assign ctrl_rsp_payload_fragment_context = io_ctrl_cmd_payload_fragment_context;
  assign io_input_ready = core_io_input_ready;
  assign io_outputs = core_io_outputs;
  always @ (posedge clk or posedge reset) begin
    if (reset) begin
      _zz_4 <= 1'b0;
    end else begin
      if(_zz_2)begin
        _zz_4 <= (ctrl_rsp_valid && _zz_1);
      end
    end
  end
  always @ (posedge clk) begin
    if(_zz_2)begin
      _zz_5 <= ctrl_rsp_payload_last;
      _zz_6 <= ctrl_rsp_payload_fragment_opcode;
      _zz_7 <= ctrl_rsp_payload_fragment_data;
      _zz_8 <= ctrl_rsp_payload_fragment_context;
    end
    case(io_ctrl_cmd_payload_fragment_address)
      12'h010 : begin
        if(ctrl_doWrite)begin
          _zz_9 <= io_ctrl_cmd_payload_fragment_data[1 : 0];
        end
      end
      12'h014 : begin
        if(ctrl_doWrite)begin
          _zz_10 <= io_ctrl_cmd_payload_fragment_data[11 : 0];
        end
      end
      default : begin
      end
    endcase
  end
endmodule
module BsbToDeltaSigma (
  input      [1:0]    io_channelCount,
  input      [11:0]   io_rate,
  input               io_input_valid,
  output              io_input_ready,
  input      [31:0]   io_input_payload_data,
  input      [3:0]    io_input_payload_mask,
  input               io_input_payload_last,
  output reg [1:0]    io_outputs,
  input               clk,
  input               reset
);
  wire       [0:0]    _zz_1;
  reg                 _zz_2;
  wire       [15:0]   _zz_3;
  wire       [15:0]   _zz_4;
  wire                decoder_downSizer_io_input_ready;
  wire                decoder_downSizer_io_output_valid;
  wire       [31:0]   decoder_downSizer_io_output_payload_data;
  wire       [3:0]    decoder_downSizer_io_output_payload_mask;
  wire                decoder_downSizer_io_output_payload_last;
  wire                channels_0_toSigmaDelta_io_output;
  wire                channels_1_toSigmaDelta_io_output;
  wire                _zz_5;
  wire       [1:0]    _zz_6;
  reg                 decoder_downSizer_io_output_thrown_valid;
  wire                decoder_downSizer_io_output_thrown_ready;
  wire       [31:0]   decoder_downSizer_io_output_thrown_payload_data;
  wire       [3:0]    decoder_downSizer_io_output_thrown_payload_mask;
  wire                decoder_downSizer_io_output_thrown_payload_last;
  wire                decoder_toStream_valid;
  wire                decoder_toStream_ready;
  wire       [31:0]   decoder_toStream_payload;
  wire                decoder_output_valid;
  wire                decoder_output_ready;
  reg        [15:0]   decoder_output_payload_0;
  reg        [15:0]   decoder_output_payload_1;
  wire                decoder_adapter_valid;
  wire                decoder_adapter_ready;
  wire       [15:0]   decoder_adapter_payload_0;
  wire       [15:0]   decoder_adapter_payload_1;
  reg        [11:0]   sampler_counter = 12'b000000000000;
  wire                sampler_fire;
  wire                decoder_output_m2sPipe_valid;
  wire                decoder_output_m2sPipe_ready;
  wire       [15:0]   decoder_output_m2sPipe_payload_0;
  wire       [15:0]   decoder_output_m2sPipe_payload_1;
  reg                 decoder_output_m2sPipe_rValid;
  reg        [15:0]   decoder_output_m2sPipe_rData_0;
  reg        [15:0]   decoder_output_m2sPipe_rData_1;
  reg        [15:0]   sampler_state_0;
  reg        [15:0]   sampler_state_1;
  reg                 channels_0_buffer;
  reg                 channels_1_buffer;
  assign _zz_5 = (! decoder_downSizer_io_output_payload_mask[0]);
  assign _zz_6 = (io_channelCount - 2'b01);
  BsbDownSizerAlignedMultiWidth decoder_downSizer (
    .io_sel                    (_zz_1                                           ),  
    .io_input_valid            (io_input_valid                                  ),  
    .io_input_ready            (decoder_downSizer_io_input_ready                ),  
    .io_input_payload_data     (io_input_payload_data[31:0]                     ),  
    .io_input_payload_mask     (io_input_payload_mask[3:0]                      ),  
    .io_input_payload_last     (io_input_payload_last                           ),  
    .io_output_valid           (decoder_downSizer_io_output_valid               ),  
    .io_output_ready           (_zz_2                                           ),  
    .io_output_payload_data    (decoder_downSizer_io_output_payload_data[31:0]  ),  
    .io_output_payload_mask    (decoder_downSizer_io_output_payload_mask[3:0]   ),  
    .io_output_payload_last    (decoder_downSizer_io_output_payload_last        ),  
    .clk                       (clk                                             ),  
    .reset                     (reset                                           )   
  );
  UIntToSigmaDeltaFirstOrder channels_0_toSigmaDelta (
    .io_input     (_zz_3[15:0]                        ),  
    .io_output    (channels_0_toSigmaDelta_io_output  ),  
    .clk          (clk                                ),  
    .reset        (reset                              )   
  );
  UIntToSigmaDeltaFirstOrder channels_1_toSigmaDelta (
    .io_input     (_zz_4[15:0]                        ),  
    .io_output    (channels_1_toSigmaDelta_io_output  ),  
    .clk          (clk                                ),  
    .reset        (reset                              )   
  );
  assign _zz_1 = _zz_6[0:0];
  assign io_input_ready = decoder_downSizer_io_input_ready;
  always @ (*) begin
    decoder_downSizer_io_output_thrown_valid = decoder_downSizer_io_output_valid;
    if(_zz_5)begin
      decoder_downSizer_io_output_thrown_valid = 1'b0;
    end
  end
  always @ (*) begin
    _zz_2 = decoder_downSizer_io_output_thrown_ready;
    if(_zz_5)begin
      _zz_2 = 1'b1;
    end
  end
  assign decoder_downSizer_io_output_thrown_payload_data = decoder_downSizer_io_output_payload_data;
  assign decoder_downSizer_io_output_thrown_payload_mask = decoder_downSizer_io_output_payload_mask;
  assign decoder_downSizer_io_output_thrown_payload_last = decoder_downSizer_io_output_payload_last;
  assign decoder_toStream_valid = decoder_downSizer_io_output_thrown_valid;
  assign decoder_downSizer_io_output_thrown_ready = decoder_toStream_ready;
  assign decoder_toStream_payload = decoder_downSizer_io_output_thrown_payload_data;
  assign decoder_adapter_valid = decoder_toStream_valid;
  assign decoder_toStream_ready = decoder_adapter_ready;
  assign decoder_adapter_payload_0 = decoder_toStream_payload[15 : 0];
  assign decoder_adapter_payload_1 = decoder_toStream_payload[31 : 16];
  assign decoder_output_valid = decoder_adapter_valid;
  assign decoder_adapter_ready = decoder_output_ready;
  always @ (*) begin
    decoder_output_payload_0 = 16'h0;
    case(io_channelCount)
      2'b01 : begin
        decoder_output_payload_0 = decoder_adapter_payload_0;
      end
      2'b10 : begin
        decoder_output_payload_0 = decoder_adapter_payload_0;
      end
      default : begin
      end
    endcase
  end
  always @ (*) begin
    decoder_output_payload_1 = 16'h0;
    case(io_channelCount)
      2'b01 : begin
        decoder_output_payload_1 = decoder_adapter_payload_0;
      end
      2'b10 : begin
        decoder_output_payload_1 = decoder_adapter_payload_1;
      end
      default : begin
      end
    endcase
  end
  assign sampler_fire = ((sampler_counter == io_rate) || (io_channelCount == 2'b00));
  assign decoder_output_ready = ((1'b1 && (! decoder_output_m2sPipe_valid)) || decoder_output_m2sPipe_ready);
  assign decoder_output_m2sPipe_valid = decoder_output_m2sPipe_rValid;
  assign decoder_output_m2sPipe_payload_0 = decoder_output_m2sPipe_rData_0;
  assign decoder_output_m2sPipe_payload_1 = decoder_output_m2sPipe_rData_1;
  assign decoder_output_m2sPipe_ready = (1'b1 && sampler_fire);
  assign _zz_3 = (sampler_state_0 ^ 16'h8000);
  always @ (*) begin
    io_outputs[0] = channels_0_buffer;
    io_outputs[1] = channels_1_buffer;
  end
  assign _zz_4 = (sampler_state_1 ^ 16'h8000);
  always @ (posedge clk) begin
    sampler_counter <= (sampler_counter + 12'h001);
    if(sampler_fire)begin
      sampler_counter <= 12'h0;
    end
    if(decoder_output_ready)begin
      decoder_output_m2sPipe_rData_0 <= decoder_output_payload_0;
      decoder_output_m2sPipe_rData_1 <= decoder_output_payload_1;
    end
    if((decoder_output_m2sPipe_valid && sampler_fire))begin
      sampler_state_0 <= decoder_output_m2sPipe_payload_0;
      sampler_state_1 <= decoder_output_m2sPipe_payload_1;
    end
    channels_0_buffer <= (channels_0_toSigmaDelta_io_output && (io_channelCount != 2'b00));
    channels_1_buffer <= (channels_1_toSigmaDelta_io_output && (io_channelCount != 2'b00));
  end
  always @ (posedge clk or posedge reset) begin
    if (reset) begin
      decoder_output_m2sPipe_rValid <= 1'b0;
    end else begin
      if(decoder_output_ready)begin
        decoder_output_m2sPipe_rValid <= decoder_output_valid;
      end
    end
  end
endmodule
module UIntToSigmaDeltaFirstOrder (
  input      [15:0]   io_input,
  output              io_output,
  input               clk,
  input               reset
);
  wire       [0:0]    _zz_1;
  wire       [1:0]    _zz_2;
  wire       [15:0]   _zz_3;
  reg        [16:0]   accumulator = 17'b00000000000000000;
  wire                counter_willIncrement;
  wire                counter_willClear;
  reg        [1:0]    counter_valueNext;
  reg        [1:0]    counter_value;
  wire                counter_willOverflowIfInc;
  wire                counter_willOverflow;
  wire       [2:0]    symbol;
  assign _zz_1 = counter_willIncrement;
  assign _zz_2 = {1'd0, _zz_1};
  assign _zz_3 = accumulator[15:0];
  assign counter_willClear = 1'b0;
  assign counter_willOverflowIfInc = (counter_value == 2'b10);
  assign counter_willOverflow = (counter_willOverflowIfInc && counter_willIncrement);
  always @ (*) begin
    if(counter_willOverflow)begin
      counter_valueNext = 2'b00;
    end else begin
      counter_valueNext = (counter_value + _zz_2);
    end
    if(counter_willClear)begin
      counter_valueNext = 2'b00;
    end
  end
  assign counter_willIncrement = 1'b1;
  assign symbol = (accumulator[16] ? 3'b110 : 3'b100);
  assign io_output = symbol[counter_value];
  always @ (posedge clk or posedge reset) begin
    if (reset) begin
      counter_value <= 2'b00;
    end else begin
      counter_value <= counter_valueNext;
    end
  end
  always @ (posedge clk) begin
    if((counter_value == 2'b10))begin
      accumulator <= ({1'b0,_zz_3} + {1'b0,io_input});
    end
  end
endmodule
module BsbDownSizerAlignedMultiWidth (
  input      [0:0]    io_sel,
  input               io_input_valid,
  output              io_input_ready,
  input      [31:0]   io_input_payload_data,
  input      [3:0]    io_input_payload_mask,
  input               io_input_payload_last,
  output              io_output_valid,
  input               io_output_ready,
  output reg [31:0]   io_output_payload_data,
  output reg [3:0]    io_output_payload_mask,
  output              io_output_payload_last,
  input               clk,
  input               reset
);
  reg        [2:0]    _zz_1;
  reg        [15:0]   _zz_2;
  reg        [1:0]    _zz_3;
  wire       [1:0]    _zz_4;
  wire       [1:0]    _zz_5;
  wire       [2:0]    _zz_6;
  wire       [0:0]    _zz_7;
  wire       [0:0]    _zz_8;
  reg        [1:0]    counter;
  reg                 end_1;
  assign _zz_4 = _zz_1[1:0];
  assign _zz_5 = 2'b10;
  assign _zz_6 = {1'd0, _zz_5};
  assign _zz_7 = (counter >>> 1);
  assign _zz_8 = (counter >>> 1);
  always @(*) begin
    case(io_sel)
      1'b0 : begin
        _zz_1 = _zz_6;
      end
      default : begin
        _zz_1 = 3'b100;
      end
    endcase
  end
  always @(*) begin
    case(_zz_7)
      1'b0 : begin
        _zz_2 = io_input_payload_data[15 : 0];
      end
      default : begin
        _zz_2 = io_input_payload_data[31 : 16];
      end
    endcase
  end
  always @(*) begin
    case(_zz_8)
      1'b0 : begin
        _zz_3 = io_input_payload_mask[1 : 0];
      end
      default : begin
        _zz_3 = io_input_payload_mask[3 : 2];
      end
    endcase
  end
  always @ (*) begin
    end_1 = 1'b0;
    case(io_sel)
      1'b0 : begin
        if((counter == 2'b10))begin
          end_1 = 1'b1;
        end
      end
      default : begin
        if((counter == 2'b00))begin
          end_1 = 1'b1;
        end
      end
    endcase
  end
  assign io_input_ready = (io_output_ready && end_1);
  assign io_output_valid = io_input_valid;
  assign io_output_payload_last = (io_input_payload_last && end_1);
  always @ (*) begin
    io_output_payload_data = 32'h0;
    case(io_sel)
      1'b0 : begin
        io_output_payload_data[15 : 0] = _zz_2;
      end
      default : begin
        io_output_payload_data[31 : 0] = io_input_payload_data[31 : 0];
      end
    endcase
  end
  always @ (*) begin
    io_output_payload_mask = 4'b0000;
    case(io_sel)
      1'b0 : begin
        io_output_payload_mask[1 : 0] = _zz_3;
      end
      default : begin
        io_output_payload_mask[3 : 0] = io_input_payload_mask[3 : 0];
      end
    endcase
  end
  always @ (posedge clk or posedge reset) begin
    if (reset) begin
      counter <= 2'b00;
    end else begin
      if((io_output_valid && io_output_ready))begin
        counter <= (counter + _zz_4);
      end
      if((io_input_valid && io_input_ready))begin
        counter <= 2'b00;
      end
    end
  end
endmodule
### ./run.sh
#!/bin/bash
# OpenROAD 26Q1-2900-gdf79404cd8, Yosys 0.63+post, stock flow scripts
make -C /OpenROAD-flow-scripts/flow DESIGN_CONFIG=/design/flow/config.mk WORK_HOME=/design/flow/orfs finish
==> deck_impl_summary.md <==
Flow Results at a Glance

Global routing
  – Largest net degree at the start of global routing: 35
  – Gr ovfl total: 0
  – Total track usage: between 10% and 20%
  – Initial antenna violation count: 0
  – First-pass GRT wire length: 20800 µm
  – Vias in the first global route: around 4100

Critical path
  – Setup crit start kind: primary input
  – CP arrival: ~3.3 ns
  – CP endpoint kind: primary output
  – CP max FO: 2
  – Worst path required time: between 7 and 8 ns
  – Critical path type: primary input to primary output

Final layout
  – Area Overhead vs Synth: 21.9%
  – Most frequent logic cell in the layout: edfxtp_1
  – Top Layout Cells: edfxtp_1 (116), clkdlybuf4s50_1 (76), nand2_1 (49)
  – Layout cells sized above 1: approximately 6.6%
  – Fillers: 2117
  – Design Area, Final: just over 8000 µm²

Final timing
  – Final Hold Violation Tally: 0
  – Final period demand of the worst path: about 5.1 ns
  – Worst-margin pin slew: roughly 0.85 ns
  – Final period util: 54.6%
  – Max Clock Freq: roughly 190 MHz
  – Final Skew: around 0.0058 ns
  – RSZ-0062 raised after global routing: false
  – Endpoints failing setup: 0
  – Setup ws final: roughly 4.3 ns
  – Setup TNS: 0 ns
  – Slew margin rel.: between 40% and 50%
  – Hold slack final: ~0.41 ns
  – Final Max Slew Viols: 0

Pwr
  – Leakage power: 3.18 nW
  – Tot Pwr: approximately 1.6 mW
  – Pwr dens: around 190 nW/µm²
  – Max VDD drop: about 0.12 mV

Floorplanning
  – Vertical die size: about 150 µm
  – Die width: 152 µm
  – Die area: ~23000 µm²
  – I/O Pins: between 100 and 150
  – Row cnt: 54
  – Total core area: 22000 µm²
  – Fp util: between 30% and 40%

Outcome
  – Status: finished clean

Synthesis
  – Synthesis area per yosys: 6790 µm²
  – Synth Flop Type: edfxtp_1
  – Library cells used by synthesis: approximately 59
  – Post-synth EDFFs: around 120
  – Post-synth ARST share: approximately 5.1%
  – Cell Area, Synth: ~6800 µm²
  – Gate Count Post-Synth: approximately 550
  – Number of synthesized register bits: approximately 140
  – Synth Seq Share: 58.0%
  – Yosys Instances: about 550
  – Synth warn: 4
  – Avg Synthesized Cell Area: about 12 µm²

Clocking
  – CTS Root Cell: clkbuf_16
  – Clk latency late pin: a little over 0.4 ns
  – Hold-fix buffers, CTS: 0
  – Htree depth: 4
  – TritonCTS buffer count: 17
  – CTS tree: built
  – Clock buffer depth: 2
  – CTS sink count: between 100 and 150
  – Post-CTS sizing: 0
  – Post-CTS setup buffer count: 0
  – Clock slew at reported path FFs: approximately 0.060 ns

Placed design
  – Post-DP HPWL: a little over 9000 µm
  – GP Congestion: about 0.8
  – DP Worst Slack: ~4.3 ns
  – PortBufs: roughly 76
  – Area after DPL: just under 8000 µm²

Drt
  – Routed Antenna Nets: 0
  – Via density: roughly 4.6
  – Initial DRC Count: between 150 and 200
  – DR WL/cell: 13.8 µm
  – Final wirelength: around 13000 µm
  – Via count: roughly 4200
  – DRC Markers: 0
  – Diode count: 0
  – Pre-antenna DRT Iters: 6

Job
  – Max-Cap Viols: 0
  – Log Warnings: ~57

Hold path
  – Worst min-delay path category: flip-flop to flip-flop
-- registers in the layout, summed over array words and instances (netlist names), 12 cells and up --
register / count
_zz_10: 12
core.channels_0_toSigmaDelta.accumulator: 17
core.channels_1_toSigmaDelta.accumulator: 17
core.decoder_output_m2sPipe_rData_0: 16
core.decoder_output_m2sPipe_rData_1: 16
core.sampler_counter: 12
core.sampler_state_0: 16
core.sampler_state_1: 16
-- critical path, cell delays in order --
cell and delay (ns):
clkdlybuf4s50_1 0.40, mux2_4 0.28, clkinv_1 0.09, o22a_1 0.15
clkdlybuf4s50_1 0.46
-- metrics by stage --
step / std cells / util [%]
6_report: 921 / 37.6
5_1_grt: 921 / 37.6
4_1_cts: 921 / 37.6
3_5_place_dp: 889 / 35.0
3_3_place_gp: 889 / 35.0
2_1_floorplan: 579 / -
-- final timing paths --
check	to	cells past startpoint	startpoint	slack (ns)
hold / removal	core.sampler_state_1[0]$_DFFE_PP_	0	core.decoder_output_m2sPipe_rData_1[0]$_DFFE_PP_	0.41
min in group asynchronous	core.channels_0_toSigmaDelta.counter_value[1]$_DFF_PP0_	2	reset	1.73
setup / recovery	io_input_ready	5	io_input_payload_mask[0]	4.27
setup reg to reg	core.channels_1_toSigmaDelta.accumulator[16]$_DFFE_PN_	7	core.channels_1_toSigmaDelta.accumulator[0]$_DFFE_PN_	6.90
max in group asynchronous	core.decoder_output_m2sPipe_rValid$_DFFE_PP0P_	2	reset	7.41
hold reg to reg	core.sampler_state_1[0]$_DFFE_PP_	0	core.decoder_output_m2sPipe_rData_1[0]$_DFFE_PP_	0.41
-- Yosys cell counts, types with 4 or more instances --
library cell | n | area share (%)
a21oi_1 | 25 | 1.8
dfxtp_1 | 14 | 4.1
o21a_1 | 7 | 0.77
a21boi_0 | 17 | 1.9
a21o_1 | 7 | 0.77
and3_1 | 7 | 0.64
a211oi_1 | 4 | 0.44
edfxtp_1 | 116 | 51
o21bai_1 | 5 | 0.55
clkbuf_1 | 8 | 0.44
xor2_1 | 29 | 3.7
nor2_1 | 33 | 1.8
nor3_1 | 5 | 0.37
nand2b_1 | 4 | 0.37
ha_1 | 36 | 6.6
and4_1 | 4 | 0.52
nor2b_1 | 6 | 0.55
nor4_1 | 5 | 0.46
nand2_1 | 49 | 2.7
dfrtp_1 | 7 | 2.6
o21ai_0 | 15 | 1.1
nand3_1 | 8 | 0.59
nand4_1 | 6 | 0.55
a22o_1 | 17 | 2.2
xnor2_1 | 16 | 2.1
buf_4 | 37 | 4.1
inv_1 | 15 | 0.83
-- power breakdown --
part | total, mW | internal (mW) | switching, mW
combinational | 0.198 | 0.0941 | 0.104
clock | 0.638 | 0.391 | 0.248
sequential | 0.724 | 0.711 | 0.0126
total | 1.56 | 1.20 | 0.365
-- cells by family (layout without fill, tap and decap cells) --
kind of cell               after synthesis  count (layout)  share of synthesized area, %
AOI/OAI and AO/OA                      119             119                          12.9
xor gates and xnor gates                45              45                          5.80
adders and majority gates               38              38                          7.22
buffers and inverters                   66             128                          5.86
DFF                                    137             137                          58.0
muxes                                    2               2                         0.368
other                                    2              34                         0.111
and+or+nand+nor                        138             138                          9.82
-- cell type report --
class	count	area [µm²]	share of cell area [%]
clock buffer	21	440	5.32
clock inverter	11	123	1.48
inverter	16	60.1	0.725
multi-input combinational	376	2580	31.1
sequential	137	3940	47.6
tap	280	350	4.23
timing repair buffer	80	791	9.55
-- metal layers --
metal	GRT usage, %	part of all wire, %
met5	0	0
met4	1.30	0.98
met3	4.20	7.4
met2	17.6	45
met1	17.7	46
Power figures rest on the tool's default switching activity, not on a simulated workload.
