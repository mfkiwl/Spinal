File: /design/flow/run.sh
#!/bin/bash
# OpenROAD 26Q1-2900-gdf79404cd8, Yosys 0.63+post, stock flow scripts
make -C /OpenROAD-flow-scripts/flow DESIGN_CONFIG=/design/flow/config.mk WORK_HOME=/design/flow/orfs finish
File: /design/flow/config.mk
export PLATFORM = sky130hd
export DESIGN_NAME = BmbToApb3Bridge
export DESIGN_NICKNAME = BmbToApb3Bridge
export VERILOG_FILES = /design/flow/design.v
export SDC_FILE = /design/flow/constraint.sdc
export NUM_CORES = 4
export LEC_CHECK = 1
export CORE_AREA = 10 10 100 100
export DIE_AREA = 0 0 110 110
File: /design/flow/constraint.sdc
current_design BmbToApb3Bridge

set clk_period 4.4
set clk_io_pct 0.2

create_clock -name clk0 -period $clk_period [get_ports {clk}]

set non_clock_inputs [all_inputs -no_clocks]
set_input_delay [expr $clk_period * $clk_io_pct] -clock clk0 $non_clock_inputs
set_output_delay [expr $clk_period * $clk_io_pct] -clock clk0 [all_outputs]
File: /design/flow/design.v
module BmbToApb3Bridge (
  input               io_input_cmd_valid,
  output              io_input_cmd_ready,
  input               io_input_cmd_payload_last,
  input      [3:0]    io_input_cmd_payload_fragment_source,
  input      [0:0]    io_input_cmd_payload_fragment_opcode,
  input      [15:0]   io_input_cmd_payload_fragment_address,
  input      [1:0]    io_input_cmd_payload_fragment_length,
  input      [31:0]   io_input_cmd_payload_fragment_data,
  input      [3:0]    io_input_cmd_payload_fragment_mask,
  input      [3:0]    io_input_cmd_payload_fragment_context,
  output              io_input_rsp_valid,
  input               io_input_rsp_ready,
  output              io_input_rsp_payload_last,
  output     [3:0]    io_input_rsp_payload_fragment_source,
  output     [0:0]    io_input_rsp_payload_fragment_opcode,
  output     [31:0]   io_input_rsp_payload_fragment_data,
  output     [3:0]    io_input_rsp_payload_fragment_context,
  output     [15:0]   io_output_PADDR,
  output     [0:0]    io_output_PSEL,
  output              io_output_PENABLE,
  input               io_output_PREADY,
  output              io_output_PWRITE,
  output     [31:0]   io_output_PWDATA,
  input      [31:0]   io_output_PRDATA,
  input               io_output_PSLVERROR,
  input               clk,
  input               reset
);
  wire                _zz_2;
  wire                bmbBuffer_cmd_valid;
  reg                 bmbBuffer_cmd_ready;
  wire                bmbBuffer_cmd_payload_last;
  wire       [3:0]    bmbBuffer_cmd_payload_fragment_source;
  wire       [0:0]    bmbBuffer_cmd_payload_fragment_opcode;
  wire       [15:0]   bmbBuffer_cmd_payload_fragment_address;
  wire       [1:0]    bmbBuffer_cmd_payload_fragment_length;
  wire       [31:0]   bmbBuffer_cmd_payload_fragment_data;
  wire       [3:0]    bmbBuffer_cmd_payload_fragment_mask;
  wire       [3:0]    bmbBuffer_cmd_payload_fragment_context;
  reg                 bmbBuffer_rsp_valid;
  wire                bmbBuffer_rsp_ready;
  wire                bmbBuffer_rsp_payload_last;
  wire       [3:0]    bmbBuffer_rsp_payload_fragment_source;
  reg        [0:0]    bmbBuffer_rsp_payload_fragment_opcode;
  wire       [31:0]   bmbBuffer_rsp_payload_fragment_data;
  wire       [3:0]    bmbBuffer_rsp_payload_fragment_context;
  wire                _zz_1;
  wire                bmbBuffer_rsp_m2sPipe_valid;
  wire                bmbBuffer_rsp_m2sPipe_ready;
  wire                bmbBuffer_rsp_m2sPipe_payload_last;
  wire       [3:0]    bmbBuffer_rsp_m2sPipe_payload_fragment_source;
  wire       [0:0]    bmbBuffer_rsp_m2sPipe_payload_fragment_opcode;
  wire       [31:0]   bmbBuffer_rsp_m2sPipe_payload_fragment_data;
  wire       [3:0]    bmbBuffer_rsp_m2sPipe_payload_fragment_context;
  reg                 bmbBuffer_rsp_m2sPipe_rValid;
  reg                 bmbBuffer_rsp_m2sPipe_rData_last;
  reg        [3:0]    bmbBuffer_rsp_m2sPipe_rData_fragment_source;
  reg        [0:0]    bmbBuffer_rsp_m2sPipe_rData_fragment_opcode;
  reg        [31:0]   bmbBuffer_rsp_m2sPipe_rData_fragment_data;
  reg        [3:0]    bmbBuffer_rsp_m2sPipe_rData_fragment_context;
  reg                 state;
  assign _zz_2 = (! state);
  assign _zz_1 = (! (io_input_rsp_valid && (! io_input_rsp_ready)));
  assign io_input_cmd_ready = (bmbBuffer_cmd_ready && _zz_1);
  assign bmbBuffer_cmd_valid = (io_input_cmd_valid && _zz_1);
  assign bmbBuffer_cmd_payload_last = io_input_cmd_payload_last;
  assign bmbBuffer_cmd_payload_fragment_source = io_input_cmd_payload_fragment_source;
  assign bmbBuffer_cmd_payload_fragment_opcode = io_input_cmd_payload_fragment_opcode;
  assign bmbBuffer_cmd_payload_fragment_address = io_input_cmd_payload_fragment_address;
  assign bmbBuffer_cmd_payload_fragment_length = io_input_cmd_payload_fragment_length;
  assign bmbBuffer_cmd_payload_fragment_data = io_input_cmd_payload_fragment_data;
  assign bmbBuffer_cmd_payload_fragment_mask = io_input_cmd_payload_fragment_mask;
  assign bmbBuffer_cmd_payload_fragment_context = io_input_cmd_payload_fragment_context;
  assign bmbBuffer_rsp_ready = ((1'b1 && (! bmbBuffer_rsp_m2sPipe_valid)) || bmbBuffer_rsp_m2sPipe_ready);
  assign bmbBuffer_rsp_m2sPipe_valid = bmbBuffer_rsp_m2sPipe_rValid;
  assign bmbBuffer_rsp_m2sPipe_payload_last = bmbBuffer_rsp_m2sPipe_rData_last;
  assign bmbBuffer_rsp_m2sPipe_payload_fragment_source = bmbBuffer_rsp_m2sPipe_rData_fragment_source;
  assign bmbBuffer_rsp_m2sPipe_payload_fragment_opcode = bmbBuffer_rsp_m2sPipe_rData_fragment_opcode;
  assign bmbBuffer_rsp_m2sPipe_payload_fragment_data = bmbBuffer_rsp_m2sPipe_rData_fragment_data;
  assign bmbBuffer_rsp_m2sPipe_payload_fragment_context = bmbBuffer_rsp_m2sPipe_rData_fragment_context;
  assign io_input_rsp_valid = bmbBuffer_rsp_m2sPipe_valid;
  assign bmbBuffer_rsp_m2sPipe_ready = io_input_rsp_ready;
  assign io_input_rsp_payload_last = bmbBuffer_rsp_m2sPipe_payload_last;
  assign io_input_rsp_payload_fragment_source = bmbBuffer_rsp_m2sPipe_payload_fragment_source;
  assign io_input_rsp_payload_fragment_opcode = bmbBuffer_rsp_m2sPipe_payload_fragment_opcode;
  assign io_input_rsp_payload_fragment_data = bmbBuffer_rsp_m2sPipe_payload_fragment_data;
  assign io_input_rsp_payload_fragment_context = bmbBuffer_rsp_m2sPipe_payload_fragment_context;
  always @ (*) begin
    bmbBuffer_cmd_ready = 1'b0;
    if(! _zz_2) begin
      if(io_output_PREADY)begin
        bmbBuffer_cmd_ready = 1'b1;
      end
    end
  end
  assign io_output_PSEL[0] = bmbBuffer_cmd_valid;
  assign io_output_PENABLE = state;
  assign io_output_PWRITE = (bmbBuffer_cmd_payload_fragment_opcode == 1'b1);
  assign io_output_PADDR = bmbBuffer_cmd_payload_fragment_address;
  assign io_output_PWDATA = bmbBuffer_cmd_payload_fragment_data;
  always @ (*) begin
    bmbBuffer_rsp_valid = 1'b0;
    if(! _zz_2) begin
      if(io_output_PREADY)begin
        bmbBuffer_rsp_valid = 1'b1;
      end
    end
  end
  assign bmbBuffer_rsp_payload_fragment_data = io_output_PRDATA;
  assign bmbBuffer_rsp_payload_fragment_source = io_input_cmd_payload_fragment_source;
  assign bmbBuffer_rsp_payload_fragment_context = io_input_cmd_payload_fragment_context;
  assign bmbBuffer_rsp_payload_last = 1'b1;
  always @ (*) begin
    bmbBuffer_rsp_payload_fragment_opcode = 1'b0;
    if(io_output_PSLVERROR)begin
      bmbBuffer_rsp_payload_fragment_opcode = 1'b1;
    end
  end
  always @ (posedge clk or posedge reset) begin
    if (reset) begin
      bmbBuffer_rsp_m2sPipe_rValid <= 1'b0;
      state <= 1'b0;
    end else begin
      if(bmbBuffer_rsp_ready)begin
        bmbBuffer_rsp_m2sPipe_rValid <= bmbBuffer_rsp_valid;
      end
      if(_zz_2)begin
        state <= bmbBuffer_cmd_valid;
      end else begin
        if(io_output_PREADY)begin
          state <= 1'b0;
        end
      end
    end
  end
  always @ (posedge clk) begin
    if(bmbBuffer_rsp_ready)begin
      bmbBuffer_rsp_m2sPipe_rData_last <= bmbBuffer_rsp_payload_last;
      bmbBuffer_rsp_m2sPipe_rData_fragment_source <= bmbBuffer_rsp_payload_fragment_source;
      bmbBuffer_rsp_m2sPipe_rData_fragment_opcode <= bmbBuffer_rsp_payload_fragment_opcode;
      bmbBuffer_rsp_m2sPipe_rData_fragment_data <= bmbBuffer_rsp_payload_fragment_data;
      bmbBuffer_rsp_m2sPipe_rData_fragment_context <= bmbBuffer_rsp_payload_fragment_context;
    end
  end
endmodule
==> flow_metrics.tcl <==
# yosys + openroad results
set metrics [dict create \
    rr_endpoint "bmbBuffer_rsp_m2sPipe_rData_fragment_source[0]" \
    ir_drop_mv 0.1453 \
    grt_first_pass_wirelength_um 5492 \
    hold_depth 2 \
    chipArea_um2 12100 \
    cts_sinks 43 \
    netlist_area_um2 1718 \
    antenna_left 0 \
    place_ws_ps 1452 \
    dieWidth_um 110 \
    cp-end-kind "primary output" \
    reg2reg_slack_ps 3010 \
    cpMaxStageDelayCell "clkdlybuf4s50_1" \
    antennaDiodeCount 0 \
    lay_top_count "clkdlybuf4s50_1" \
    clkTransAtPathRegs_ps 80 \
    maxCapViolations 0 \
    startpoint_type "input pin" \
    fill_cells 777 \
    worstSetupPathType "input pin to primary output" \
    finalClockPeriodUsage_pct 66.96 \
    min_to "bmbBuffer_rsp_m2sPipe_rValid" \
    syn_inst 104 \
    min_path_type "flop to flop" \
    tightest_slew_ps 535.6 \
    final.min_clock_period_ps 2946 \
    r2r_start "bmbBuffer_rsp_m2sPipe_rValid" \
    syn2layout_area_growth_pct 43.12 \
    cp_num_buf_inv 3 \
    cpMostUsedCell "clkdlybuf4s50_1" \
    grtUsageTotal_pct 6.137 \
    crit_chain "clkdlybuf4s50_1 -> nor2b_4 -> inv_2 -> and2_4 -> clkdlybuf4s50_1" \
    ys_warn_count 1 \
    max_freq_mhz 339.4 \
    fin_tns_setup_ps 0 \
    grt_overflow_total 0 \
    ys.flops 43 \
    dpl.hpwl_um 3246 \
    die_y_um 110 \
    min-delay-start "state" \
    hold_violations 0 \
    arrival_ps 2070 \
    cp_slowest_stage_delay_ps 500 \
    row_count 32 \
    drcViolationCount 0 \
    cts_resized 0 \
    numCtsBuffers 5 \
    rsz0062_at_grt "no" \
    avgViaCountPerCell 3.435 \
    grt_max_degree 43 \
    final_core_util_pct 31.49 \
    lay_top_cells "90 x clkdlybuf4s50_1, 41 x edfxtp_1, 5 x clkbuf_8" \
    path_max_fanout 3 \
    crit_family "buffers and inverters" \
    cts.path.max_buffers 2 \
    p_leak_nw 0.8829 \
    initial_core_util_pct 22.00 \
    num_vias 876 \
    setup_ws_ps 1454 \
    max_slew_margin_pct 64.29 \
    powerDensity_nw_per_um2 361.5 \
    status "finished clean" \
    wl_um 4004 \
    wl_per_cell_um 15.70 \
    required_ps 3520 \
    yosysUniqueCellTypes 12 \
    dr.pass1.iters 4 \
    cts_root_buf "clkbuf_8" \
    reg2reg_depth 3 \
    core_area_um2 7807 \
    hold_buffers 0 \
    grt_pass1_vias 939 \
    setup_viol 0 \
    io_buffer_count 90 \
    drive_gt1_share_pct 5.882 \
    slew_violations 0 \
    clock.latency.late_pin_ps 280 \
    synth_seq_share_pct 74.58 \
    htree_levels 2 \
    post_cts_buffers 0 \
    antenna_found_initial 0 \
    ys_cells 104 \
    yosysChipArea_um2 1718 \
    cts_tree "done" \
    combGateArea_um2 50.05 \
    drtIter0Drc 21 \
    syn_area_per_cell_um2 16.52 \
    warnings 32 \
    num_io_pins 197 \
    skew_ps 2.750 \
    routabilityCongestion 0.7057 \
    regArea_um2 1281 \
]
-- registers in the layout (all words and copies together) (netlist names) --
| register | cells |
|---|---|
| bmbBuffer_rsp_m2sPipe_rData_fragment_context | 4 |
| bmbBuffer_rsp_m2sPipe_rData_fragment_data | 32 |
| bmbBuffer_rsp_m2sPipe_rData_fragment_opcode | 1 |
| bmbBuffer_rsp_m2sPipe_rData_fragment_source | 4 |
| state | 1 |
| bmbBuffer_rsp_m2sPipe_rValid | 1 |
-- worst max path at each step --
| stage | startpoint | to | slack, ps | depth (start not counted) |
|---|---|---|---|---|
| after CTS | io_input_rsp_ready | io_output_PSEL[0] | 1440 | 5 |
| final | io_input_rsp_ready | io_output_PSEL[0] | 1450 | 5 |
| after global routing | io_input_rsp_ready | io_output_PSEL[0] | 1410 | 5 |
-- cells in the mapped netlist (all sizes together) --
| cell type | n | area (um^2) |
|---|---|---|
| buf | 50 | 375.4 |
| inv | 3 | 11.26 |
| nor2 | 1 | 3.750 |
| edfxtp | 41 | 1231 |
| nand2 | 2 | 7.510 |
| conb | 1 | 3.750 |
| nand2b | 1 | 6.260 |
| dfrtp | 2 | 50.05 |
| nor2b | 1 | 13.76 |
| o22ai | 1 | 6.260 |
| and2 | 1 | 8.760 |
-- where the power goes --
part	total (W)	internal, W	leakage [nW]	switching [W]
clock network	0.000232	0.000108	0.0403	0.000124
registers	0.000512	0.000501	0.448	0.0000116
logic	0.000145	0.000109	0.395	0.0000355
-- cells by family (layout without fill, tap and decap cells) --
logic type,after synthesis,after routing,synth area share [%]
buffers and inverters,53,102,22.51
AOI/OAI and AO/OA,1,1,0.3644
other,1,1,0.2183
DFF,43,43,74.58
and+or+nand+nor,6,6,2.331
-- per-stage QoR --
| step | std cells | hold WS (ps) | cell area, um^2 | power (W) |
|---|---|---|---|---|
| floorplan | 104 | 477.0 | 1718 | 0.0005583 |
| global placement | 247 | 526.5 | 2379 | 0.0006704 |
| detailed placement | 247 | 546.4 | 2379 | 0.0006725 |
| CTS | 255 | 563.6 | 2459 | 0.0009145 |
| global route | 255 | 613.7 | 2459 | 0.0009420 |
| finish | 255 | 557.4 | 2459 | 0.0008889 |
-- worst reg2reg max path: cells and delay by family, from the launching register on --
kind	cells	cell delay, ps
and+or+nand+nor	1	130
DFF	1	380
buffers and inverters	2	500
-- per-layer routing --
| layer | part of all wire, % | routed length (um) | vias to the layer above | track usage [%] |
|---|---|---|---|---|
| met1 | 32 | 1268 | 402 | 6.377 |
| met4 | 1.7 | 68 | 0 | 1.487 |
| met3 | 18 | 704 | 13 | 4.230 |
| met5 | 0 | 0 | - | 0 |
| li1 | - | - | 397 | - |
| met2 | 49 | 1963 | 64 | 9.992 |
-- final cells by class --
cell class	count	area share, %
clock inverters	2	0.3053
repair buffers	91	36.95
clock buffers	6	2.952
well taps	102	5.191
flip-flops and latches	43	52.11
inverters	3	0.4580
multi-input cells	8	2.036
Power figures rest on the tool's default switching activity, not on a simulated workload.
