==> design.v <==
module RomTester (
  input      [2:0]    address,
  output              data_bool,
  output     [8:0]    data_bits,
  output     [9:0]    data_uint,
  output     [10:0]   data_sint,
  output     [1:0] data_enumeration
);
  wire       [32:0]   _zz_3;
  wire       [0:0]    _zz_4;
  wire       [32:0]   _zz_1;
  wire       [1:0] _zz_2;
  (* ram_style = "distributed" *) reg [32:0] rom [0:6];
  assign _zz_4 = _zz_1[0 : 0];
  initial begin
    rom[0] = 33'b000000000000000000000000000000000;
    rom[1] = 33'b000000000000000000000000000000001;
    rom[2] = 33'b000000000000000000000001111111110;
    rom[3] = 33'b000000000000011111111110000000000;
    rom[4] = 33'b001111111111100000000000000000000;
    rom[5] = 33'b100000000000000000000000000000000;
    rom[6] = 33'b010000101100000010010100001010110;
  end
  assign _zz_3 = rom[address];
  assign _zz_1 = _zz_3;
  assign data_bool = _zz_4[0];
  assign data_bits = _zz_1[9 : 1];
  assign data_uint = _zz_1[19 : 10];
  assign data_sint = _zz_1[30 : 20];
  assign _zz_2 = _zz_1[32 : 31];
  assign data_enumeration = _zz_2;
endmodule
==> run.sh <==
#!/bin/bash
# OpenROAD 26Q1-2900-gdf79404cd8, Yosys 0.63+post, stock flow scripts
make -C /OpenROAD-flow-scripts/flow DESIGN_CONFIG=/design/flow/config.mk WORK_HOME=/design/flow/orfs finish
==> config.mk <==
export PLATFORM = sky130hd
export DESIGN_NAME = RomTester
export DESIGN_NICKNAME = RomTester
export VERILOG_FILES = /design/flow/design.v
export SDC_FILE = /design/flow/constraint.sdc
export NUM_CORES = 4
export LEC_CHECK = 1
export CORE_AREA = 10 10 70 70
export DIE_AREA = 0 0 80 80
==> constraint.sdc <==
current_design RomTester

set clk_period 1.0
set clk_io_pct 0.2

create_clock -name clk0 -period $clk_period

set non_clock_inputs [all_inputs -no_clocks]
set_input_delay [expr $clk_period * $clk_io_pct] -clock clk0 $non_clock_inputs
set_output_delay [expr $clk_period * $clk_io_pct] -clock clk0 [all_outputs]
==> job_summary.md <==
### Metrics collected by this job

| Metric | Value |
|---|---|
| Final Cycle Share | `116%` |
| Lkg Pwr | `0.342 nW` |
| Post-route insts no fill | `109` |
| Overall overflow remaining after global route | `0` |
| Vert. Die Dim | `80 um` |
| Number of cell instances after yosys synthesis | `35` |
| Cells after synthesis | `35` |
| Sw frac | `30.0%` |
| Clock buf count | `0` |
| Routed Antenna Nets | `0` |
| Final weighted congestion of routability-driven global placement | `0.691` |
| Overall chip area | `6400 sq um` |
| Post-layout utilization of the core | `18.9%` |
| Tightest Hold Check Type | `in -> out` |
| Number of top-level design ports | `36` |
| DRC errors left | `0` |
| Post-synthesis chip area from yosys | `246 sq um` |
| Max-cap violation count | `0` |
| Flops | `0` |
| Achievable clock frequency | `863 MHz` |
| Post-synthesis to final-layout area growth | `162%` |
| Outcome | `complete, but fails checks` |
| Placement Rows | `21` |
| Antenna violations before repair | `0` |
| Post-detailed-placement half-perimeter wirelength | `862 um` |
| Vias per inst | `2.61` |
| Pin count of the biggest net entering global routing | `7` |
| Clock network fraction of design power | `0%` |
| Post-placement cell count | `98` |
| Per-cell routed wire length | `9.96 um` |
| Total tool warning count | `34` |
| Slew Limit Fails | `0` |
| Worst setup path category | `in -> out` |
| Die outline width | `80 um` |
| Crit path launch type | `input port` |
| Post-route setup slack | `-0.159 ns` |
| Maximum fanout count along the critical path | `6` |
| Overall track demand over capacity in global routing | `3.02%` |
| Mean post-synth cell area | `7.04 sq um` |
| Summed instance area of the synthesized netlist | `246 sq um` |
| Number of warnings issued by yosys | `1` |
| Sequential cell area fraction in the yosys report | `0%` |
| Number of failing setup endpoints in the final timing report | `11` |
| Actual slew at the worst max-slew pin | `0.139 ns` |
| Combinational power share | `100.0%` |
| Core Util at FP | `7.22%` |
| Final critical-path required period | `1.16 ns` |
| Area inside the core boundary | `3420 sq um` |
| Final count of hold timing violations | `0` |
| Relative slew slack | `90.7%` |
| Number of buffer cells added on primary ports | `36` |
| Switching power | `0.0000635 W` |
| Internal | `0.000148 W` |
| WP data arrival | `0.96 ns` |
| Count of cell types in the netlist | `11` |
| Setup repair after global routing missed its margin | `yes` |
| Final wirelength | `1.09 mm` |
| Data required time at the worst endpoint | `0.80 ns` |
| Detailed router's first-iteration violation count | `1` |
| DR pass1 iterations | `2` |
| Register Area | `0 sq um` |
| Number of global-route vias before repair | `309` |
| DR vias | `285` |
| Fraction of final layout cells with drive strength greater than 1 | `88.9%` |
| Crit path capture type | `output pin` |
| Wire length of the first global-routing pass | `1.59 mm` |
| Relative contribution of sequential cells to total power | `0%` |
| Power density cells | `327 nW/um^2` |
| Max VDD drop | `186 uV` |
| Violations in the final reports | `setup timing` |
| ANT cells | `0` |
==> cell usage in the layout, fill, tap and decap left out, drive strengths merged <==
cell type and n:
nor3b 1, nor3 1, inv 1, clkdlybuf4s15 3
o21a 1, and2 2, and3 1, dlygate4sd2 3
buf 46, a21boi 1, nor2 2, nand2b 1
==> final cells by class <==
type / count / area [sq um]
fill: 381 / 2770
timing repair buffer: 52 / 469
multi-input combinational: 10 / 110
tap: 46 / 57.6
inverter: 1 / 8.76
==> metal layers <==
metal	vias up	share of wire [%]	wire, um	track usage [%]
li1	145	-	-	-
met2	25	35	381	3.77
met3	0	21	227	2.39
met5	-	0	0	0
met4	0	0	0	0
met1	115	44	476	4.15
==> stage by stage <==
step           power (W)  hold WS (ns)  setup WS [ns]  setup TNS [ns]  cell area (sq um)
3_3_place_gp    0.000176          1.49         -0.829          -25.59                527
5_1_grt         0.000232         0.755         -0.215           -1.49                646
4_1_cts         0.000207         0.726         -0.187          -0.973                617
3_5_place_dp    0.000176          1.48         -0.856          -25.83                527
2_1_floorplan  0.0000728         0.413          0.115               0                251
6_report        0.000211         0.730         -0.159          -0.825                646
==> worst paths after layout <==
path,startpoint,endpoint,cells after the start
worst min-delay path,address[0],data_bool,4
worst max-delay path,address[0],data_sint[5],7
==> cells by family (layout without fill, tap and decap cells) <==
group           Yosys count  count (layout)  synth area share, %
buf+inv                  25              53                 74.6
simple gates              8               8                 19.3
compound gates            2               2                 6.09
==> power by group through the flow <==
stage	clock, W	combinational (W)	sequential (W)
4_1_cts	0	0.000207	0
5_1_grt	0	0.000232	0
6_report	0	0.000211	0
==> Yosys cell counts <==
master / instances / area (sq um)
buf_4: 24 / 180
nor2_1: 2 / 7.51
a21boi_1: 1 / 7.51
and2_1: 1 / 6.26
and2_2: 1 / 7.51
and3_2: 1 / 7.51
inv_2: 1 / 3.75
nand2b_1: 1 / 6.26
nor3_1: 1 / 5.00
nor3b_1: 1 / 7.51
o21a_1: 1 / 7.51
==> repair_timing <==
item / in CTS / in global routing
endpoints found under the setup margin: 33 / 19
resized: 137 / 9
setup buffers: 12 / 0
hold buffers: 0 / 0
pin swaps: 5 / 3
==> critical path, stage by stage <==
cell	delay, ns
buf_12	0.12
nor3_4	0.18
buf_6	0.12
buf_6	0.09
buf_6	0.10
buf_6	0.08
buf_6	0.07
Power is estimated from default activity; no workload was simulated.
